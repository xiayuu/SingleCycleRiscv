$ cat design/flow/design.v
module core (
    input  clk_i,
    input  rst_i,
    input  [31:0] inst_i,
    output [31:0] inst_addr_o,
    output [31:0] data_o,
    output [31:0] data_addr_o,
    output        data_rw_o,
    output [1:0]  data_width_o,
    output        fence_o
);
wire [6:0] opcode_w;
wire [4:0] rd_w;
wire [2:0] funct3_w;
wire [4:0] rs1_w;
wire [4:0] rs2_w;
wire [6:0] funct7_w;
wire [31:0] wd_w;
assign opcode_w = inst_i[6:0];
assign rd_w     = inst_i[11:7];
assign funct3_w = inst_i[14:12];
assign rs1_w    = inst_i[19:15];
assign rs2_w    = inst_i[24:20];
assign funct7_w = inst_i[31:25];
reg [1:0] PCsel;
reg       WAsel;
reg [1:0] WBsel;
reg       Op1sel;
reg       Op2sel;
reg [3:0] ALUsel;
reg [1:0] immsel;
reg [31:0] rd1_w;
reg [31:0] rd2_w;
wire [31:0] pc_next_w;
reg [31:0] result_r;
reg        data_rw_r;
reg        fence_r;
reg [31:0] pc;
assign pc_next_w = {pc[31:2], 2'b0} + 32'd4;
assign data_addr_o = result_r;
assign data_rw_o = data_rw_r;
assign inst_addr_o = pc;
assign fence_o = fence_r;
always @ (posedge clk_i) begin
    case (PCsel)
        0:
             pc <= pc_next_w;
        1:
             pc <= pc + {{12{funct7_w[6]}}, rs1_w, funct3_w, rs2_w[0], funct7_w[5:0], rs2_w[4:1], 1'b0};
        2:
             pc <= rd1_w + {{20{funct7_w[6]}}, funct7_w, rs2_w[4:1], 1'b0};
        3:
             pc <= pc + {{20{funct7_w[6]}}, rd_w[0], funct7_w[5:0], rd_w[4:1], 1'b0};
    endcase
end
wire [31:0] op2_w;
wire [31:0] op1_w;
wire [31:0] imm_w;
reg [31:0] mem_r;
reg [1:0]  data_width_r;
assign data_width_o = data_width_r;
assign op2_w = Op2sel ? rd2_w : imm_w;
assign op1_w = Op1sel ? pc : rd1_w;
assign imm_w = immsel[1] ? {funct7_w, rs2_w, rs1_w, funct3_w, 12'b0} : (immsel[0] ? {{20{funct7_w[6]}}, funct7_w, rd_w} : {{20{funct7_w[6]}}, funct7_w, rs2_w});
assign wd_w = WBsel[1] ? mem_r : (WBsel[0] ? result_r : pc_next_w);
always @ * begin
    mem_r = data_o;
    if (funct3_w == 3'b001 || funct3_w == 3'b001) begin
        mem_r = {{16{data_o[15]}}, data_o[15:0]};
        data_width_r = 2'b01;
    end
    else if (funct3_w == 3'b101) begin
        mem_r = {16'b0000000000000000, data_o[15:0]};
        data_width_r = 2'b01;
    end
    else if (funct3_w == 3'b000 || funct3_w == 3'b000) begin
        mem_r = {{24{data_o[7]}}, data_o[7:0]};
        data_width_r = 2'b11;
    end
    else if (funct3_w == 3'b100) begin
        mem_r = {24'b000000000000000000000000, data_o[7:0]};
        data_width_r = 2'b11;
    end
end
function [0:0] less_than_signed;
    input [31:0] x;
    input [31:0] y;
    reg [31:0] v;
begin
    v = (x - y);
    if (x[31] != y[31])
        less_than_signed = x[31];
    else
        less_than_signed = v[31];
end
endfunction
function [0:0] greater_than_signed;
    input [31:0] x;
    input [31:0] y;
    reg [31:0] v;
begin
    v = (y - x);
    if (x[31] != y[31])
        greater_than_signed = y[31];
    else
        greater_than_signed = v[31];
end
endfunction
reg branch_token_r;
always @ * begin
    branch_token_r = 0;
    if (funct3_w == 3'b000) begin
        branch_token_r = (rd1_w == rd2_w);
    end
    else if (funct3_w == 3'b001) begin
        branch_token_r = (rd1_w != rd2_w);
    end
    else if (funct3_w == 3'b100) begin
        branch_token_r = less_than_signed(rd2_w, rd1_w);
    end
    else if (funct3_w == 3'b101) begin
        branch_token_r = greater_than_signed(rd2_w, rd1_w) | (rd2_w == rd1_w);
    end
    else if (funct3_w == 3'b110) begin
        branch_token_r = (rd2_w < rd1_w);
    end
    else if (funct3_w == 3'b111) begin
        branch_token_r = (rd2_w >= rd1_w);
    end
end
always @ * begin
    PCsel = 0;
    WAsel = 0;
    WBsel = 2'b00;
    data_rw_r = 0;
    immsel = 2'b00;
    Op2sel = 0;
    Op1sel = 0;
    ALUsel = 4'b0000;
    if (opcode_w == 7'b1101111) begin
        PCsel = 1;
        WAsel = 1;
        WBsel = 2'b00;
        data_rw_r = 0;
    end
    else if (opcode_w == 7'b1100111) begin
        PCsel = 2;
        immsel = 2'b00;
        WAsel = 1;
        WBsel = 2'b00;
        data_rw_r = 0;
    end
    else if (opcode_w == 7'b1100011 && branch_token_r) begin
        PCsel = 3;
        WAsel = 1;
        WBsel = 2'b00;
        data_rw_r = 0;
    end
    else if (opcode_w == 7'b0110111) begin
        immsel = 2'b10;
        Op2sel = 0;
        ALUsel = 4'b0000;
        WAsel  = 1;
        WBsel  = 2'b01;
        data_rw_r = 0;
    end
    else if (opcode_w == 7'b0010111) begin
        immsel = 2'b10;
        Op1sel = 1;
        Op2sel = 0;
        WAsel  = 1;
        WBsel  = 2'b01;
        data_rw_r = 0;
    end
    else if (opcode_w == 7'b0000011) begin
        immsel = 2'b00;
        Op1sel = 0;
        Op2sel = 0;
        ALUsel = 4'b0100;
        WAsel  = 1;
        WBsel  = 2'b10;
        data_rw_r = 0;
    end
    else if (opcode_w == 7'b0100011) begin
        immsel = 2'b01;
        Op1sel = 0;
        Op2sel = 0;
        ALUsel = 4'b0100;
        WAsel  = 0;
        data_rw_r = 1;
    end
    else if (opcode_w == 7'b0010011) begin
        immsel = 2'b00;
        Op1sel = 0;
        Op2sel = 0;
        WAsel  = 1;
        WBsel  = 2'b01;
        data_rw_r = 0;
        case (funct3_w)
            3'b000:
                 ALUsel = 4'b0100;
            3'b010:
                 ALUsel = 4'b1011;
            3'b011:
                 ALUsel = 4'b1010;
            3'b100:
                 ALUsel = 4'b1001;
            3'b110:
                 ALUsel = 4'b1000;
            3'b111:
                 ALUsel = 4'b0111;
            3'b001:
                 ALUsel = 4'b0001;
            3'b101:
                 ALUsel = (funct7_w == 7'b0000000) ?  4'b0010 : 4'b0011;
        endcase
    end
    else if (opcode_w == 7'b0110011) begin
        Op1sel = 0;
        Op2sel = 1;
        WAsel  = 1;
        WBsel  = 2'b01;
        data_rw_r = 0;
        case (funct3_w)
            3'b000:
                 ALUsel = (funct7_w == 7'b0000000) ? 4'b0100 : 4'b0110;
            3'b010:
                 ALUsel = 4'b1011;
            3'b011:
                 ALUsel = 4'b1010;
            3'b100:
                 ALUsel = 4'b1001;
            3'b110:
                 ALUsel = 4'b1000;
            3'b111:
                 ALUsel = 4'b0111;
            3'b001:
                 ALUsel = 4'b0001;
            3'b101:
                 ALUsel = (funct7_w == 7'b0000000) ? 4'b0010 : 4'b0011;
        endcase
    end
    else if (opcode_w == 7'b0001111) begin
        WAsel  = 0;
        fence_r= 1;
    end
end
reg [31:16]     shift_right_fill_r;
reg [31:0]      shift_right_1_r;
reg [31:0]      shift_right_2_r;
reg [31:0]      shift_right_4_r;
reg [31:0]      shift_right_8_r;
reg [31:0]      shift_left_1_r;
reg [31:0]      shift_left_2_r;
reg [31:0]      shift_left_4_r;
reg [31:0]      shift_left_8_r;
wire [31:0]     sub_res_w = op1_w - op2_w;
always @ *
begin
    shift_right_fill_r = 16'b0;
    shift_right_1_r = 32'b0;
    shift_right_2_r = 32'b0;
    shift_right_4_r = 32'b0;
    shift_right_8_r = 32'b0;
    shift_left_1_r = 32'b0;
    shift_left_2_r = 32'b0;
    shift_left_4_r = 32'b0;
    shift_left_8_r = 32'b0;
    case (ALUsel)
       4'b0001 :
       begin
            if (op2_w[0] == 1'b1)
                shift_left_1_r = {op1_w[30:0],1'b0};
            else
                shift_left_1_r = op1_w;
            if (op2_w[1] == 1'b1)
                shift_left_2_r = {shift_left_1_r[29:0],2'b00};
            else
                shift_left_2_r = shift_left_1_r;
            if (op2_w[2] == 1'b1)
                shift_left_4_r = {shift_left_2_r[27:0],4'b0000};
            else
                shift_left_4_r = shift_left_2_r;
            if (op2_w[3] == 1'b1)
                shift_left_8_r = {shift_left_4_r[23:0],8'b00000000};
            else
                shift_left_8_r = shift_left_4_r;
            if (op2_w[4] == 1'b1)
                result_r = {shift_left_8_r[15:0],16'b0000000000000000};
            else
                result_r = shift_left_8_r;
       end
       4'b0010, 4'b0011:
       begin
            if (op1_w[31] == 1'b1 && ALUsel == 4'b0011)
                shift_right_fill_r = 16'b1111111111111111;
            else
                shift_right_fill_r = 16'b0000000000000000;
            if (op2_w[0] == 1'b1)
                shift_right_1_r = {shift_right_fill_r[31], op1_w[31:1]};
            else
                shift_right_1_r = op1_w;
            if (op2_w[1] == 1'b1)
                shift_right_2_r = {shift_right_fill_r[31:30], shift_right_1_r[31:2]};
            else
                shift_right_2_r = shift_right_1_r;
            if (op2_w[2] == 1'b1)
                shift_right_4_r = {shift_right_fill_r[31:28], shift_right_2_r[31:4]};
            else
                shift_right_4_r = shift_right_2_r;
            if (op2_w[3] == 1'b1)
                shift_right_8_r = {shift_right_fill_r[31:24], shift_right_4_r[31:8]};
            else
                shift_right_8_r = shift_right_4_r;
            if (op2_w[4] == 1'b1)
                result_r = {shift_right_fill_r[31:16], shift_right_8_r[31:16]};
            else
                result_r = shift_right_8_r;
       end       
       4'b0100 : 
       begin
            result_r      = (op1_w + op2_w);
       end
       4'b0110 : 
       begin
            result_r      = sub_res_w;
       end
       4'b0111 : 
       begin
            result_r      = (op1_w & op2_w);
       end
       4'b1000  : 
       begin
            result_r      = (op1_w | op2_w);
       end
       4'b1001 : 
       begin
            result_r      = (op1_w ^ op2_w);
       end
       4'b1010 : 
       begin
            result_r      = (op1_w < op2_w) ? 32'h1 : 32'h0;
       end
       4'b1011 : 
       begin
            if (op1_w[31] != op2_w[31])
                result_r  = op1_w[31] ? 32'h1 : 32'h0;
            else
                result_r  = sub_res_w[31] ? 32'h1 : 32'h0;            
       end
       default  : 
       begin
            result_r      = op2_w;
       end
    endcase
end
reg [31:0] x0, x1, x2, x3, x4, x5, x6, x7, x8, x9, x10, x11, x12, x13, x14, x15, x16, x17, x18, x19, x20, x21, x22, x23, x24, x25, x26, x27, x28, x29, x30, x31;
always @ * begin
    case (rs1_w)
        5'd0: rd1_w = 32'b0;
        5'd1: rd1_w = x1;
        5'd2: rd1_w = x2;
        5'd3: rd1_w = x3;
        5'd4: rd1_w = x4;
        5'd5: rd1_w = x5;
        5'd6: rd1_w = x6;
        5'd7: rd1_w = x7;
        5'd8: rd1_w = x8;
        5'd9: rd1_w = x9;
        5'd10: rd1_w = x10;
        5'd11: rd1_w = x11;
        5'd12: rd1_w = x12;
        5'd13: rd1_w = x13;
        5'd14: rd1_w = x14;
        5'd15: rd1_w = x15;
        5'd16: rd1_w = x16;
        5'd17: rd1_w = x17;
        5'd18: rd1_w = x18;
        5'd19: rd1_w = x19;
        5'd20: rd1_w = x20;
        5'd21: rd1_w = x21;
        5'd22: rd1_w = x22;
        5'd23: rd1_w = x23;
        5'd24: rd1_w = x24;
        5'd25: rd1_w = x25;
        5'd26: rd1_w = x26;
        5'd27: rd1_w = x27;
        5'd28: rd1_w = x28;
        5'd29: rd1_w = x29;
        5'd30: rd1_w = x30;
        5'd31: rd1_w = x31;
    endcase
end
always @ * begin
    case (rs2_w)
        5'd0: rd2_w = 32'b0;
        5'd1: rd2_w = x1;
        5'd2: rd2_w = x2;
        5'd3: rd2_w = x3;
        5'd4: rd2_w = x4;
        5'd5: rd2_w = x5;
        5'd6: rd2_w = x6;
        5'd7: rd2_w = x7;
        5'd8: rd2_w = x8;
        5'd9: rd2_w = x9;
        5'd10: rd2_w = x10;
        5'd11: rd2_w = x11;
        5'd12: rd2_w = x12;
        5'd13: rd2_w = x13;
        5'd14: rd2_w = x14;
        5'd15: rd2_w = x15;
        5'd16: rd2_w = x16;
        5'd17: rd2_w = x17;
        5'd18: rd2_w = x18;
        5'd19: rd2_w = x19;
        5'd20: rd2_w = x20;
        5'd21: rd2_w = x21;
        5'd22: rd2_w = x22;
        5'd23: rd2_w = x23;
        5'd24: rd2_w = x24;
        5'd25: rd2_w = x25;
        5'd26: rd2_w = x26;
        5'd27: rd2_w = x27;
        5'd28: rd2_w = x28;
        5'd29: rd2_w = x29;
        5'd30: rd2_w = x30;
        5'd31: rd2_w = x31;
    endcase
end
always @ (posedge clk_i) begin
    if (WAsel) begin
    case (rd_w)
        5'd0: x0 <= 32'b0;
        5'd1: x1 <= wd_w;
        5'd2: x2 <= wd_w;
        5'd3: x3 <= wd_w;
        5'd4: x4 <= wd_w;
        5'd5: x5 <= wd_w;
        5'd6: x6 <= wd_w;
        5'd7: x7 <= wd_w;
        5'd8: x8 <= wd_w;
        5'd9: x9 <= wd_w;
        5'd10: x10 <= wd_w;
        5'd11: x11 <= wd_w;
        5'd12: x12 <= wd_w;
        5'd13: x13 <= wd_w;
        5'd14: x14 <= wd_w;
        5'd15: x15 <= wd_w;
        5'd16: x16 <= wd_w;
        5'd17: x17 <= wd_w;
        5'd18: x18 <= wd_w;
        5'd19: x19 <= wd_w;
        5'd20: x20 <= wd_w;
        5'd21: x21 <= wd_w;
        5'd22: x22 <= wd_w;
        5'd23: x23 <= wd_w;
        5'd24: x24 <= wd_w;
        5'd25: x25 <= wd_w;
        5'd26: x26 <= wd_w;
        5'd27: x27 <= wd_w;
        5'd28: x28 <= wd_w;
        5'd29: x29 <= wd_w;
        5'd30: x30 <= wd_w;
        5'd31: x31 <= wd_w;
    endcase
    end
end
endmodule
$ cat design/flow/run.sh
#!/bin/bash
# OpenROAD 26Q1-2900-gdf79404cd8, Yosys 0.63+post, stock flow scripts
make -C /OpenROAD-flow-scripts/flow DESIGN_CONFIG=/design/flow/config.mk WORK_HOME=/design/flow/orfs finish
$ cat design/flow/config.mk
export PLATFORM = sky130hd
export DESIGN_NAME = core
export DESIGN_NICKNAME = core
export VERILOG_FILES = /design/flow/design.v
export SDC_FILE = /design/flow/constraint.sdc
export NUM_CORES = 4
export LEC_CHECK = 1
export CORE_UTILIZATION = 30
$ cat design/flow/constraint.sdc
current_design core

set clk_period 28.2
set clk_io_pct 0.2

create_clock -name clk0 -period $clk_period [get_ports {clk_i}]

set non_clock_inputs [all_inputs -no_clocks]
set_input_delay [expr $clk_period * $clk_io_pct] -clock clk0 $non_clock_inputs
set_output_delay [expr $clk_period * $clk_io_pct] -clock clk0 [all_outputs]
==> reports/metrics.cfg <==
[outcome]
status=complete, no violations

[logic_synthesis]
edf_count=993
synthCells=5740
synth_top_cell_by_count=edfxtp_1
common_cells=993 x edfxtp_1, 852 x nand3_1, 339 x a22oi_1
avgSynthCellArea_um2=10.5
synth_top_area_share_pct=49.2
synthFlopType=edfxtp_1
numSynthFlops=1025
synthTopCellsByArea=edfxtp_1 49%, nand3_1 7.0%, ha_1 4.5%
top_area_cell=edfxtp_1
synth_area_mm2=0.0606
ys_async_sr_fraction_pct=0
yosysCellCount=5740
synth_warnings=33
yosys_area_mm2=0.0606
synth_cell_types=111

[drt]
drt-wirelength-per-cell_um=36.3
vias=56636
drtPass1Iterations=29
drcViolationCount=0
antenna_left=0
wirelength_mm=310
drtIter0Drc=6274
drt-vias-per-instance=6.62

[cells_and_area]
stdcell_area_mm2=0.0694
syn2layout_area_growth_pct=14.6
fin_cells=8553
utilization_pct=34.7
drive_gt1_share_pct=11.7
nFillCells=19705

[final_timing]
slew_headroom_pct=22.6
worstMarginPinSlew_ps=1130
setup_tns_ps=0
max_freq_mhz=46.0
finalMaxSlewViolations=0
setup_viol=0
untimed_endpoints=2
rsz0062_at_grt=false
finalHoldWorstSlack_ps=595
fin_crit_sh_pct=77.0
fin_crit_ps=21720
final_hold_viol_count=0
setup_slack_ps=6480
unclocked_regs=1
skew_ps=43.3

[place]
post-place-cells=8346
hpwl_mm=199
place_ws_ps=6800
gp_congestion=1.06
place_area_mm2=0.0658
portBuffers=98

[critical_path]
cp.arrival_ps=16080
criticalPathCategory=primary input to output pin
start_kind=primary input
critPathRequiredTime_ps=22560
endpoint_kind=output pin
path_common_cell=buf_4
timing.rr.end=pc[29]
worstReg2RegStart=x8[4]
crit_slowest_cell=buf_4
r2r_slack_ps=18060
reg2reg_depth=37
cp_max_fo=41
slowest_delay_ps=570

[cts]
cts_setup_buffers=0
postCtsHoldBufs=0
cts_tree=done
h-tree-depth=3
cts_buffers=105
cts_root_buf=clkbuf_16
cts_max_path_buffers=3
cts.reportedPaths.clkPinSlew_ps=60
clock_latency_ps=760
cts-resized-gates=0

[grt]
grt.busiest_layer=met2
grt_first_pass_wirelength_mm=427
grt_use_met2_pct=43.3
first_global_vias=56290
grt_start_max_net_pins=101
grt_use_met3_pct=24.4
use_met1_pct=32.6
gr-usage-all-layers_pct=31.0
overflow=0
antenna_found_initial=9

[min_path]
hp-start=pc[2]
hold_depth=1
min_path_type=register to register
hold_end=pc[2]

[floorplanning]
ios=134
initial_core_util_pct=30.3
die_width_um=451
dieArea_mm2=0.204
rows=164
dieHeight_um=451
coreArea_mm2=0.200

[pwr]
total_power_mw=4.69
irDropWorstVdd_v=0.0000508
power.leakage_nw=24.0
powerDensity_mw_per_mm2=67.6

[flow_run]
max_cap_viol_count=0
warnings=130

worst max path at each step:
stage,startpoint,end,slack (ps),cells after the start
5_1_grt,inst_i[19],data_addr_o[31],6080,35
4_1_cts,inst_i[19],data_addr_o[31],6760,35
6_report,inst_i[19],data_addr_o[31],6480,35
cell usage in the layout, fill, tap and decap left out, types with 26 or more instances in the layout:
cell	n
edfxtp_1	993
nand3_1	852
a22oi_1	339
buf_4	297
nor2_1	252
nand4_1	230
o21ai_0	226
ha_1	219
nand2_1	207
a21oi_1	204
inv_1	170
and3_1	126
clkbuf_16	105
clkdlybuf4s50_1	91
mux2i_1	89
a221oi_1	84
a22o_1	74
a21o_1	61
nor4_1	53
nor2_4	50
nor3_1	50
xnor2_1	46
a31oi_1	45
xor2_1	44
o221ai_1	35
or3_1	34
mux2_2	34
conb_1	34
a222oi_1	32
a211oi_1	31
dfxtp_1	31
nand2b_1	30
and2_1	30
o211ai_1	29
a2111oi_0	27
or4_1	27
nor2b_1	27
nand3b_1	26
a221o_1	26
metal layers:
layer,wire (µm),up-vias
li1,-,22854
met1,97800,27089
met2,129000,5326
met3,60000,1319
met4,21400,48
met5,1720,-
where the power goes:
group	internal [mW]	switching, mW	leakage (nW)	total, mW
sequential	1.90	0.0634	9.34	1.96
clock	0.841	0.635	1.70	1.48
combinational	0.393	0.858	13.0	1.25
total	3.13	1.56	24.0	4.69
logic make-up (layout without fill, tap and decap cells):
kind of cell | after synthesis | after routing | share of synthesized area [%]
flops | 1024 | 1024 | 50.3
mux | 143 | 143 | 2.80
xor+xnor | 90 | 90 | 1.30
compound gates | 1485 | 1485 | 17.7
latches | 1 | 1 | 0.0248
buf+inv | 657 | 770 | 4.75
other cells | 2 | 46 | 0.0124
fa+ha+maj | 228 | 228 | 4.77
simple gates | 2110 | 2110 | 18.4
worst max-delay path, delay by kind of cell:
| family | cells | cell delay (ps) |
|---|---|---|
| compound gates | 17 | 4300 |
| fa+ha+maj | 2 | 940 |
| buf+inv | 9 | 3410 |
| simple gates | 7 | 1710 |
cell type report:
| cell class | instances | area, µm² | area share, % |
|---|---|---|---|
| Clock inverter | 67 | 816 | 1.18 |
| Antenna cell | 12 | 30.0 | 0.0433 |
| Inverter | 175 | 659 | 0.950 |
| Sequential cell | 1025 | 30500 | 43.9 |
| Clock buffer | 128 | 2710 | 3.91 |
| Timing Repair Buffer | 400 | 3280 | 4.72 |
| Tap cell | 2656 | 3320 | 4.79 |
| Multi-Input combinational cell | 4090 | 28100 | 40.5 |
Power and IR drop assume default switching activity.
